<file path="flow/run.sh">
#!/bin/bash
# OpenROAD 26Q1-2900-gdf79404cd8, Yosys 0.63+post, stock flow scripts
make -C /OpenROAD-flow-scripts/flow DESIGN_CONFIG=/design/flow/config.mk WORK_HOME=/design/flow/orfs finish
</file>
<file path="flow/config.mk">
export PLATFORM = sky130hd
export DESIGN_NAME = downcounter7
export DESIGN_NICKNAME = downcounter7
export VERILOG_FILES = /design/flow/design.v
export SDC_FILE = /design/flow/constraint.sdc
export NUM_CORES = 4
export LEC_CHECK = 1
export CORE_AREA = 10 10 70 70
export DIE_AREA = 0 0 80 80
</file>
<file path="flow/constraint.sdc">
current_design downcounter7

set clk_period 2.8
set clk_io_pct 0.2

create_clock -name clk0 -period $clk_period [get_ports {CLK}]

set non_clock_inputs [all_inputs -no_clocks]
set_input_delay [expr $clk_period * $clk_io_pct] -clock clk0 $non_clock_inputs
set_output_delay [expr $clk_period * $clk_io_pct] -clock clk0 [all_outputs]
</file>
<file path="flow/design.v">
module counter7 (
    input  wire       CLK,
    input  wire       Reset,
    output wire [6:0] q
);
    wire [6:0] d, q_int;
    register7 r1 (CLK, Reset, d, q_int);
    add1_7    a1 (q_int, d);
    assign q = q_int;
endmodule
module register7 (input CLK, input Reset, input [6:0] D, output reg [6:0] Q);
    always @(posedge CLK or posedge Reset)
        if (Reset) Q <= 0;
        else       Q <= D;
endmodule
module add1_7 (input [6:0] A, output [6:0] Y);
    assign Y = A + 1;
endmodule
module downcounter7 (
    input  wire       CLK,
    input  wire       Reset,
    output wire [6:0] q
);
    wire [6:0] d, q_int;
    register7 r1 (CLK, Reset, d, q_int);
    sub1_7    s1 (q_int, d);
    assign q = q_int;
endmodule
module sub1_7 (input [6:0] A, output [6:0] Y);
    assign Y = A - 1;
endmodule
</file>
==> results.cfg <==
; generated from flow reports
[logic_synthesis]
ys_warn_count = 1
avgSynthCellArea_um2 = 12.3
ys_seq_share = 0.617
common_cells = 7 x dfrtp_1, 4 x inv_1, 3 x xnor2_1, 2 x nor2_1, 2 x xor2_1
synthArstFlopShare = 1.00
synth_area_leader_cell = dfrtp_1
synth_area_um2 = 284
ys_area_um2 = 284
edf_count = 0
netlist_instances = 23
ys_seq_elements = 7
ys_cells = 23
synthDominantCellAreaShare = 0.617
synth_cell_types = 10
dominantRegCellSynth = dfrtp_1
most_common_cell = dfrtp_1
top_cells_by_area = dfrtp_1 62%, xnor2_1 9.3%, xor2_1 6.2%

[run_status]
status = completed

[worst_setup_path]
path_cells = clkdlybuf4s50_1
r2r-start = r1.Q[2]$_DFF_PP0_
r2r.worst_path.cells = 3
crit_arrival_ns = 1.17
cp-end-kind = primary output
cp_data_required_time_ns = 2.24
critPathTopFamily = buffers and inverters
r2r-end = r1.Q[5]$_DFF_PP0_
path_max_fanout = 4
path_buffers = 1
r2r_slack_ns = 1.60
critPathLaunchType = flop
critical-path-slowest-cell = clkdlybuf4s50_1
path_class = flop to primary output
cp_slowest_stage_delay_ns = 0.51

[clock_network]
holdBufCountCts = 0
clock-sinks = 7
insertion_delay_ns = 0.25
cts.reportedPaths.clkPinSlew_ns = 0.05
cts_setup_buffers = 0
clockBufferDepth = 2
cts_tree = yes
cts_buffers = 3
cts-root-buf = clkbuf_4
post_cts_resized = 0
h-tree-depth = 1

[die]
fp_util = 0.0832
core_um2 = 3420
die_height_um = 80
die_width_um = 80
rows = 21
ios = 9
die_area_um2 = 6400

[hold_path]
min_from = r1.Q[6]$_DFF_PP0_
hold_depth = 1
hp-class = flop to flop
hold_end = r1.Q[6]$_DFF_PP0_

[finish]
syn2layout_area_growth_pct = 57.7
largest-register = r1.Q
post-route-util = 0.131
final_cell_area_um2 = 448
largestRegisters = r1.Q: 7 flops
largest_reg_flops = 7
drive_above_1_share = 0.143

[placement]
dp_hpwl_um = 498
placed_cell_area_um2 = 422
portBuffers = 8
pre_cts_ws_ns = 1.34
gp_congestion = 0.694

[sta]
fmax_ghz = 0.579
fin_tns_setup_ns = 0
maxSlewHeadroom = 0.821
period_needed_ns = 1.73
setup_ws_ns = 1.07
drv_slew = 0
post-route-period-util = 0.617
finClkSkew_ns = 0.00336
setup_viol_count_final = 0
hold_viol = 0
worst_slew_pin_slew_ns = 0.268
rsz0062_at_grt = no

[grt]
grt_pass1_wl_um = 966
grt_usage = 0.0219
grt_max_degree = 8
antenna_found_initial = 0
grt_pass1_vias = 203
overflow = 0

[route]
drc = 0
avgRoutedWirePerCell_um = 7.62
wl_um = 617
ant_nets = 0
first_pass_iters = 4
viasPerCell = 2.42
via_count = 196
drt_iter0_markers = 8
antenna_cells = 0

[run]
max-cap-violations = 0
warnings = 25

[pwr]
p_total_uw = 196
power_density_nw_per_um2 = 437
ir_drop_mv = 0.123
p_leak_nw = 0.184
==> metal layers <==
layer	share of wire	GRT usage	routed length, µm
met5	0	0	0
met4	0	0.00352	0
met1	0.48	0.0283	299
met2	0.21	0.0152	129
met3	0.31	0.0352	189
==> placed cells by master, fill, tap and decap left out <==
cell type | Yosys | layout
clkbuf_4 | 0 | 3
nor3_2 | 1 | 1
clkbuf_1 | 0 | 1
or3_4 | 1 | 1
xor2_1 | 2 | 2
nand2_1 | 1 | 1
nand3_1 | 1 | 1
dfrtp_1 | 7 | 7
nor2_1 | 2 | 2
clkdlybuf4s50_1 | 0 | 8
xnor2_1 | 3 | 3
ha_1 | 1 | 1
inv_1 | 4 | 4
==> worst max-delay path by stage <==
stage | slack (ns) | depth (start not counted) | endpoint | startpoint
finish | 1.07 | 1 | q[2] | r1.Q[2]$_DFF_PP0_
global route | 1.00 | 1 | q[4] | r1.Q[4]$_DFF_PP0_
CTS | 1.05 | 1 | q[2] | r1.Q[2]$_DFF_PP0_
==> per-stage QoR <==
step,instances,hold WS (ns)
floorplan,23,0.363
global placement,77,0.455
detailed placement,77,0.464
CTS,81,0.473
global route,81,0.495
finish,81,0.465
==> power by group <==
part / leakage (nW) / total, mW / internal, mW / switching [mW]
registers: 0.0905 / 0.101 / 0.101 / 0
clock network: 0.0150 / 0.0913 / 0.0544 / 0.0369
logic: 0.0788 / 0.00333 / 0.00130 / 0.00203
==> kinds of logic after synthesis <==
group	Yosys count	synth area share
DFF	7	0.617
adders and majority gates	1	0.0440
xor gates and xnor gates	5	0.154
buffers and inverters	4	0.0528
and+or+nand+nor	6	0.132
==> area by class of cell <==
class                           count  area, µm²
Inverter                            4       15.0
Fill cell                         391       2970
Tap cell                           46       57.6
Multi-Input combinational cell     12       93.8
Clock buffer                        4       26.3
Sequential cell                     7        175
Timing Repair Buffer                8       80.1
Power figures rest on the tool's default switching activity, not on a simulated workload.
