<file path="flow/run.sh">
#!/bin/bash
# OpenROAD 26Q1-2900-gdf79404cd8, Yosys 0.63+post, stock flow scripts
make -C /OpenROAD-flow-scripts/flow DESIGN_CONFIG=/design/flow/config.mk WORK_HOME=/design/flow/orfs finish
</file>
<file path="flow/constraint.sdc">
current_design counter7

set clk_period 2.1
set clk_io_pct 0.2

create_clock -name clk0 -period $clk_period [get_ports {CLK}]

set non_clock_inputs [all_inputs -no_clocks]
set_input_delay [expr $clk_period * $clk_io_pct] -clock clk0 $non_clock_inputs
set_output_delay [expr $clk_period * $clk_io_pct] -clock clk0 [all_outputs]
</file>
<file path="flow/design.v">
module counter7 (
    input  wire       CLK,
    input  wire       Reset,
    output wire [6:0] q
);
    wire [6:0] d, q_int;
    register7 r1 (CLK, Reset, d, q_int);
    add1_7    a1 (q_int, d);
    assign q = q_int;
endmodule
module register7 (input CLK, input Reset, input [6:0] D, output reg [6:0] Q);
    always @(posedge CLK or posedge Reset)
        if (Reset) Q <= 0;
        else       Q <= D;
endmodule
module add1_7 (input [6:0] A, output [6:0] Y);
    assign Y = A + 1;
endmodule
</file>
<file path="flow/config.mk">
export PLATFORM = sky130hd
export DESIGN_NAME = counter7
export DESIGN_NICKNAME = counter7
export VERILOG_FILES = /design/flow/design.v
export SDC_FILE = /design/flow/constraint.sdc
export NUM_CORES = 4
export LEC_CHECK = 1
export CORE_AREA = 10 10 70 70
export DIE_AREA = 0 0 80 80
</file>
==> results.ini <==
[clock_network]
clock_insertion_delay_worst_skew_ns = 0.25
postCtsSetupBuffers = 0
cts_buffers = 3
postCtsHoldBufs = 0
h-tree-depth = 1
cts_root_buf = sky130_fd_sc_hd__clkbuf_4
worst_setup_hold_path_clk_slew_ns = 0.05
cts_repair_resize_count = 0
cts.sinks = 7
clock_path_buffers = 2
clock_tree_from_tritoncts = yes

[floorplanning]
floorplan.rows = 21
die_height_um = 80
boundaryPins = 9
fp-utilization_pct = 7.77
die_w_um = 80
floorplan.die_area_um2 = 6400
core_area_um2 = 3420

[global_routing]
first_global_vias = 202
antenna_violations_before_repair = 0
gr_util_all_layers_pct = 2.21
globalRouteOverflowTotal = 0
maximum_number_of_pins_on_one_net_before_global_route_repair = 8
global_route_wire_length_before_repair_mm = 1.05

[synthesis]
fraction_of_registers_with_async_set_or_reset_after_synthesis_pct = 100
synthDistinctLibCells = 7
proportion_of_netlist_area_held_by_the_largest_area_contributor_pct = 66.0
seq_area_frac_synth_pct = 66.0
adder_share_pct = 4.72
synth.most_common_cell = sky130_fd_sc_hd__dfrtp_1
edf_count = 0
ys.flop_type = sky130_fd_sc_hd__dfrtp_1
synth_stat.cells = 20
yosys_register_bits = 7
xor_share_synth_pct = 16.5
synthesis.area_per_instance_um2 = 13.3
synthDominantAreaCellType = sky130_fd_sc_hd__dfrtp_1
netlist_instances = 20
netlist_area_um2 = 265
post_synth_main_area_contributors = sky130_fd_sc_hd__dfrtp_1 66%, sky130_fd_sc_hd__xnor2_1 13%, sky130_fd_sc_hd__nand3_1 7.5%, sky130_fd_sc_hd__ha_1 4.7%, sky130_fd_sc_hd__xor2_1 3.3%
yosys-top-cells-count = 7 x sky130_fd_sc_hd__dfrtp_1, 4 x sky130_fd_sc_hd__nand3_1, 4 x sky130_fd_sc_hd__xnor2_1
mux_area_share_pct = 0
synth_warnings = 1
synth.logic.top_family = XOR/XNOR gates
yosys.area_share.aoi_pct = 0
simple_gate_area_share_pct = 9.91
yosys_area_um2 = 265

[timing]
clock_skew_ns = 0.00549
report.final.setup_viol = 0
max_clock_freq_ghz = 0.623
tightest_slew_ns = 0.265
post-route-period-util_pct = 76.4
rsz0062_at_grt = no
fin_tns_setup_ns = 0
hold_violations = 0
finalCriticalPeriod_ns = 1.60
maxSlewHeadroom_pct = 82.3
final-max-slew-violation-count = 0

[finish]
drive_gt1_share_pct = 9.38
area.growth.synth_to_final_pct = 61.8
max_flop_register = r1.Q
largest_registers = r1.Q x7
flip_flop_count_of_the_largest_register_all_copies_and_words_added = 7

[routing]
antenna-diode-count = 0
number_of_vias_per_cell = 2.29
detailedRoute.firstPassIterationCount = 2
antenna_violating_nets_post_route = 0
total_vias_in_the_final_route = 179
detail_route.drc_violations = 0
detail_route.iter0.violations = 8
routed_wirelength_um = 614
detail_route.wl_per_cell_um = 7.87

[critical_path]
cp_num_buf_inv = 1
worst-r2r-cell-count = 3
setup.reg_to_reg.worst_slack_ns = 1.13
path_delay_family = buffers and inverters
worstSetupEndpointType = primary output
worst-endpoint-required_ns = 1.68
stage_delay_of_the_slowest_cell_on_the_critical_path_ns = 0.51
worst-path-max-fanout = 5
timing.critical_path.slowest_stage_cell = sky130_fd_sc_hd__clkdlybuf4s50_1
worstReg2RegStart = r1.Q[0]$_DFF_PP0_
rr_endpoint = r1.Q[4]$_DFF_PP0_
crit_path_start_kind = flip-flop
worstSetupPathType = reg -> out
worst_ep_arrival_time_ns = 1.18
timing.critical_path.cells = clkdlybuf4s50_1

[power]
ir_drop_worst_case_vdd_v = 0.000294
power_leakage_nw = 0.177
post-layout-total-power_w = 0.000261
powerDensity_nw_per_um2 = 608

[hold_path]
min_path_type = in -> async

[run]
stage_log_warnings = 25
cap_viol_max_count = 0

[placement]
numPortBuffers = 8
gpl.final_weighted_congestion = 0.674

[outcome]
status = completed

==> cell type report <==
cell class	count	area [um^2]
fillers	405	2990
flip-flops and latches	7	175
multi-input cells	11	82.6
repair buffers	8	80.1
well taps	46	57.6
clock buffers	4	26.3
inverters	2	7.51
==> logic make-up (layout without fill, tap and decap cells) <==
kind of cell / count (synthesis) / count (layout)
DFF: 7 / 7
xor gates and xnor gates: 5 / 5
and+or+nand+nor: 5 / 5
buffers and inverters: 2 / 14
adders and majority gates: 1 / 1
==> power by group <==
part | total, W | switching [W] | internal [W]
sequential | 0.000135 | 0 | 0.000135
clock | 0.000121 | 0.0000489 | 0.0000725
combinational | 0.00000455 | 0.00000280 | 0.00000175
==> stage by stage <==
stage          hold WS [ns]  instance area [um^2]  instances  utilization, %  worst slack, ns
5_1_grt               0.437                   429         78            12.6            0.425
6_report              0.413                   429         78            12.6            0.495
3_5_place_dp          0.480                   403         74            11.8            0.761
3_3_place_gp          0.467                   403         74            11.8            0.763
2_1_floorplan         0.223                   265         20               -             1.20
4_1_cts               0.426                   429         78            12.6            0.477
==> placed cells by master (no fill, tap or decap) <==
master / instances
sky130_fd_sc_hd__xor2_1: 1
sky130_fd_sc_hd__clkbuf_4: 3
sky130_fd_sc_hd__and3_1: 1
sky130_fd_sc_hd__inv_1: 2
sky130_fd_sc_hd__nand3_1: 4
sky130_fd_sc_hd__ha_1: 1
sky130_fd_sc_hd__dfrtp_1: 7
sky130_fd_sc_hd__clkbuf_1: 1
sky130_fd_sc_hd__clkdlybuf4s50_1: 8
sky130_fd_sc_hd__xnor2_1: 4
==> how the worst max path moves through the flow <==
stage / startpoint / end / slack, ns / depth (start not counted)
CTS: r1.Q[2]$_DFF_PP0_ / q[2] / 0.48 / 1
global route: r1.Q[2]$_DFF_PP0_ / q[2] / 0.43 / 1
finish: r1.Q[2]$_DFF_PP0_ / q[2] / 0.50 / 1
==> metal layers <==
layer  share of wire, %  track usage, %
met1                 51            3.04
met2                 36            2.49
met3                 13            2.05
met5                  0               0
met4                  0           0.176
Power and IR drop assume default switching activity.
