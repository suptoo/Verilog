==> ./design.v <==
module counter7 (
    input  wire       CLK,
    input  wire       Reset,
    output wire [6:0] q
);
    wire [6:0] d, q_int;
    register7 r1 (CLK, Reset, d, q_int);
    add1_7    a1 (q_int, d);
    assign q = q_int;
endmodule
module register7 (input CLK, input Reset, input [6:0] D, output reg [6:0] Q);
    always @(posedge CLK or posedge Reset)
        if (Reset) Q <= 0;
        else       Q <= D;
endmodule
module add1_7 (input [6:0] A, output [6:0] Y);
    assign Y = A + 1;
endmodule
module upcounter7 (
    input  wire       CLK,
    input  wire       Reset,
    output wire [6:0] q
);
    wire [6:0] d, q_int;
    register7 r1 (CLK, Reset, d, q_int);
    add1_7    a1 (q_int, d);
    assign q = q_int;
endmodule
==> ./run.sh <==
#!/bin/bash
# OpenROAD 26Q1-2900-gdf79404cd8, Yosys 0.63+post, stock flow scripts
make -C /OpenROAD-flow-scripts/flow DESIGN_CONFIG=/design/flow/config.mk WORK_HOME=/design/flow/orfs finish
==> ./config.mk <==
export PLATFORM = sky130hd
export DESIGN_NAME = upcounter7
export DESIGN_NICKNAME = upcounter7
export VERILOG_FILES = /design/flow/design.v
export SDC_FILE = /design/flow/constraint.sdc
export NUM_CORES = 4
export LEC_CHECK = 1
export CORE_AREA = 10 10 70 70
export DIE_AREA = 0 0 80 80
==> ./constraint.sdc <==
current_design upcounter7

set clk_period 1.6
set clk_io_pct 0.2

create_clock -name clk0 -period $clk_period [get_ports {CLK}]

set non_clock_inputs [all_inputs -no_clocks]
set_input_delay [expr $clk_period * $clk_io_pct] -clock clk0 $non_clock_inputs
set_output_delay [expr $clk_period * $clk_io_pct] -clock clk0 [all_outputs]
==> results.cfg <==
; flow metrics
[outcome]
status = finished, final reports clean

[critical_path]
worstPathRequired_ps = 1280
reg2reg_slack_ps = 630
crit_path_max_incr_delay_ps = 510
crit_buf_inv = 1
cpLargestDelayFamily = buffers and inverters
worstSetupEndpointType = output pin
slowest_stage = clkdlybuf4s50_1
worstPathMaxFanout = 5
worstPathCellList = clkdlybuf4s50_1
r2r-start = r1.Q[0]$_DFF_PP0_
cp.arrival_ps = 1180
path_class = reg2out
start_kind = flop
ff2ff_path_depth = 3
r2r-end = r1.Q[4]$_DFF_PP0_

[logic_synthesis]
synth-seq-cells = 7
synthTopCellsByArea = dfrtp_1 66%, xnor2_1 13%, nand3_1 7.5%, ha_1 4.7%, xor2_1 3.3%
avgSynthCellArea_um2 = 13.3
netlist.area_leader.share_pct = 66.0
ys_cells = 20
synthCells = 20
synth_warnings = 1
yosys.stat.seqShare_pct = 66.0
synth.distinct_cells = 7
yosys-stat-area_um2 = 265
syn_area_um2 = 265
top_area_cell = dfrtp_1

[final_timing]
drv_slew = 0
max_freq_ghz = 0.664
worst-slew-pin-transition_ps = 265
skew_ps = 5.49
hold_viol = 0
slew-limit-headroom_pct = 82.3
timing.setup.tns_ps = 0
fin_crit_sh_pct = 94.1
finalHoldWorstSlack_ps = 313
final-setup-viol-count = 0
grt_setup_unrepaired = no
fin_crit_ps = 1500

[job]
cap_violations = 0
tool_warnings = 25

[floorplanning]
die_y_um = 80
initial_core_util_pct = 7.77
rows = 21
die_width_um = 80
ios = 9
core_area_mm2 = 0.00342
chipArea_mm2 = 0.00640

[pwr]
irDropWorstVdd_mv = 0.386
power.density_cell_area_mw_per_mm2 = 798
leakage_nw = 0.177

[routing]
drc = 0
viasPerCell = 2.29
ant_nets = 0
routedWlPerCell_um = 7.87
drtIter0Drc = 8
antennaDiodeCount = 0
via_count = 179
first_pass_iters = 2
wirelength_um = 614

[global_routing]
antenna_found_initial = 0
grt_usage_pct = 2.21
overflow = 0
grt_pass1_wl_um = 1050
grt_start_max_net_pins = 8
grt_pass1_vias = 202

[final_layout]
fill_cells = 405
drive_above_1_share_pct = 9.38
regMostFlops = r1.Q
reg_top3 = r1.Q x7
syn_to_final_growth_pct = 61.8
post-route-util_pct = 12.6
fin_cells = 78
largest_register_ffs = 7

[clock_tree]
clock_sinks = 7
cts_setup_buffers = 0
cts_hold_buf = 0
clock_latency_ps = 250
cts_buffer_depth = 2
cts_buffers = 3
cts_tree = yes
htreeDepth = 1
cts-root-buf = clkbuf_4
clkTransAtPathRegs_ps = 50
cts_resized = 0

[placement]
placed_cells = 74
place.gp.congestion = 0.674
io_buffer_count = 8

[min_path]
hold_path_class = in2async
## placed cells by master (no fill, tap or decap)
cell and count:
and3_1 1, clkbuf_1 1, clkbuf_4 3, clkdlybuf4s50_1 8, dfrtp_1 7, ha_1 1
inv_1 2, nand3_1 4, xnor2_1 4, xor2_1 1
## layout make-up
type,count,area (um2),area share [%]
multi-input combinational,11,82.6,19.2
clock buffer,4,26.3,6.12
tap,46,57.6,13.4
sequential,7,175,40.8
timing repair buffer,8,80.1,18.7
inverter,2,7.51,1.75
## Yosys cell counts (all sizes together)
library cell,instances
ha,1
xnor2,4
inv,2
dfrtp,7
and3,1
nand3,4
xor2,1
## per-stage QoR
stage	area (um2)	setup slack (ps)	total power, mW
after floorplan	265	705	0.183
after global placement	403	363	0.187
after detailed placement	403	361	0.187
after CTS	429	77.4	0.350
after global routing	429	25.3	0.364
final	429	95.1	0.343
## cell families after synthesis
| kind of cell | synth area share [%] |
|---|---|
| xor+xnor | 16.5 |
| fa+ha+maj | 4.72 |
| buf+inv | 2.83 |
| flops | 66.0 |
| simple gates | 9.91 |
## worst max-delay path by stage
stage / cells after the start / end / startpoint
6_report: 1 / q[2] / r1.Q[2]$_DFF_PP0_
5_1_grt: 1 / q[2] / r1.Q[2]$_DFF_PP0_
4_1_cts: 1 / q[2] / r1.Q[2]$_DFF_PP0_
## where the power goes
group	internal (mW)	switching (mW)	leakage (nW)
registers	0.177	0	0.0880
clock network	0.0951	0.0642	0.0150
logic	0.00230	0.00368	0.0735
## routing by layer
layer	share of wire [%]	up-vias	GRT usage, %
li1	-	92	-
met1	51	77	3.04
met2	36	10	2.49
met3	13	0	2.05
met4	0	0	0.176
met5	0	-	0
Power is estimated from default activity; no workload was simulated.
